--- config.mk ---
export PLATFORM = sky130hd
export DESIGN_NAME = shift_in_sm
export DESIGN_NICKNAME = shift_in_sm
export VERILOG_FILES = /design/flow/design.v
export SDC_FILE = /design/flow/constraint.sdc
export NUM_CORES = 4
export LEC_CHECK = 1
export CORE_AREA = 10 10 93 93
export DIE_AREA = 0 0 103 103
--- constraint.sdc ---
current_design shift_in_sm

set clk_period 1.2
set clk_io_pct 0.2

create_clock -name clk0 -period $clk_period [get_ports {clk}]

set non_clock_inputs [all_inputs -no_clocks]
set_input_delay [expr $clk_period * $clk_io_pct] -clock clk0 $non_clock_inputs
set_output_delay [expr $clk_period * $clk_io_pct] -clock clk0 [all_outputs]
--- design.v ---
module shift_in_sm(
input clk,
input enable, 
input [3:0] din,					 
input [4:0] counter,
output reg rst,
output reg [15:0] dout,
output reg ena
);
reg [6:0] state;
initial
begin
	dout <= 16'h0000;
	rst <= 1'b1;
	ena <= 1'b0;
end
always @ (negedge clk)
begin
if (counter > 14)				 
	begin
	state <= 7'b1000000;
	end
else if (enable)	 
	begin
		case (state)
			7'b0000001:				 
				begin
					if (din == 14)	 
						state <= 7'b0100000;
					else if (din == 15)  
						state <= state;
					else	 
						state <= 7'b0000010;
				end
			7'b0000010:				 
				begin
					if (din == 14)	 
						state <= 7'b0100000;
					else if (din == 15)  
						state <= 7'b0000001;
					else
						state <= 7'b0000100;
				end
			7'b0000100:				 
				begin
					if (din == 14)	 
						state <= 7'b0100000;
					else if (din == 15)  
						state <= 7'b0000001;
					else
						state <= 7'b0001000;
				end
			7'b0001000:				 
				begin
					if (din == 14)	 
						state <= 7'b0100000;
					else if (din == 15)  
						state <= 7'b0000001;
					else
						state <= 7'b0010000;	 
				end
			7'b0010000:				 
				begin
					if (din == 14)	 
						state <= 7'b0100000;
					else if (din == 15)  
						state <= 7'b0000001;
					else
						state <= 7'b0000010;  
				end
			7'b0100000:				 
				begin
					state <= 7'b0000001;  
				end
			7'b1000000:				 
				begin
					state <= 7'b0100000;  
				end
			default:
				begin
					state <= 7'b0000001;  
				end
		endcase
	end
else
	begin
		state <= state;		 
	end
end
always @(state)
begin
	case (state)
		7'b0000001:			 
			begin
				dout <= 16'h0000;		 
				rst <= 1'b1;		 
				ena <= 1'b0;		 
			end
		7'b0000010:			 
			begin
				dout <= {dout[15:4], din};		 
				rst <= 1'b0;						 
				ena <= 1'b0;						 
			end
		7'b0000100:			 
			begin
				dout <= {dout[15:8], din, dout[3:0]};	 
				rst <= 1'b0;									 
				ena <= 1'b0;									 
			end
		7'b0001000:			 
			begin
				dout <= {dout[15:12], din, dout[7:0]};	 
				rst <= 1'b0;									 
				ena <= 1'b0;									 
			end
		7'b0010000:			 
			begin
				dout <= {din, dout[11:0]};					 
				rst <= 1'b0;									 
				ena <= 1'b0;									 
			end
		7'b0100000:			 
			begin
				dout <= dout;									 
				rst <= 1'b0;									 
				ena <= 1'b1;									 
			end
		7'b1000000:			 
			begin
				dout <= dout;									 
				rst <= 1'b1;									 
				ena <= 1'b1;									 
			end
		default:
			begin
				dout <= 16'h0000;				 
				rst <= 1'b1;				 
				ena <= 1'b0;				 
			end
	endcase
end
endmodule
--- run.sh ---
#!/bin/bash
# OpenROAD 26Q1-2900-gdf79404cd8, Yosys 0.63+post, stock flow scripts
make -C /OpenROAD-flow-scripts/flow DESIGN_CONFIG=/design/flow/config.mk WORK_HOME=/design/flow/orfs finish
==> results.toml <==
# physical design summary
[run_status]
outcome = "finished, violations left"
violations = "negative setup slack"

[power_and_ir_drop]
ir_worst_vdd_uv = 382
power_per_cell_area_nw_per_um2 = 668
p_leak_nw = 0.566

[worst_setup_path]
cpLargestDelayFamily = "simple AND/OR/NAND/NOR gates"
r2r_setup_slack_ns = -0.41
r2r_start = "state[4]"
path_class = "flop to output port"
cp-end-kind = "output port"
start_kind = "flop"
worstPathRequired_ns = 0.96
r2r_end = "state[1]"
crit_path_max_fanout = 2
worstRegToRegCells = 6
critical-path-slowest-cell = "or4_4"
path_buffers = 1
max_stage_delay_ns = 0.54
path_cells = "or4_4 > nor2_2 > buf_2"
cp.arrival_ns = 1.93

[die]
die_area_um2 = 10600
pin_count = 29
fp-utilization = 0.104
die_h_um = 103
std_cell_rows = 30
core_um2 = 6760
die_w_um = 103

[synth]
syn_avg_cell_area_um2 = 9.24
yosys-dominant-comb-family = "simple AND/OR/NAND/NOR gates"
synth_top_cell_by_count = "dlxtn_1"
synthAdderAreaFrac = 0
flop_cell = "dlxtn_1"
top_cell_area_share = 0.342
ys_chip_area_um2 = 702
edf_count = 0
async_flop_share = 0
synthTopCellsByCount = "dlxtn_1 (16), and2_1 (12), dfxtp_1 (7), nand2b_1 (7)"
syn_inst = 76
yosys_warnings = 1
yosys_cells = 76
largest_area_cell = "dlxtn_1"
ys.flops = 23
synth.distinct_cells = 20
simple_gate_area_frac = 0.305
synth.cell_area_um2 = 702
mux_area_frac = 0
yosys.area_share.xor_xnor = 0
yosys.area_share.aoi = 0.127
topCellsByArea = "dlxtn_1 (34%), dfxtp_1 (20%), and2_1 (11%)"

[run]
max_cap_violations = 0
warnings = 35

[sta]
rsz0062_at_grt = "true"
slew_headroom = 0.826
setup_ws_ns = -0.967
hold_ws_ns = 0.491
unclocked_pins = 16
setup_viol = 4
drv_slew = 0
worst_pin_slew_ns = 0.259
clock_skew_ns = 0.0106
hold_viol = 0
unconstrained_endpoints = 32

[detailed_routing]
first_pass_iters = 4
routed_wl_um = 2290
antenna_left = 0
wl_per_cell_um = 10.8
vias = 730
insertedDiodeCount = 0
drt_iter0_drc = 24
vias_per_cell = 3.46
drc_errors = 0

[global_routing]
grt_max_degree = 9
antenna_found_initial = 0
grt_usage = 0.0423
grt_pass1_wl_um = 3590
grt_pass1_vias = 704
gr-total-overflow = 0

[placement]
gp_congestion = 0.813
post-place-ws_ns = -1.06
portBuffers = 28
placedCellCount = 195
dpl.hpwl_um = 1790

[min_path]
hp-class = "flop to flop"
worstHoldPathCells = 2
min_from = "state[0]"
hold_end = "state[0]"

[layout]
area_growth_pct = 87.7
drive_above_1_share = 0.374
final_cells = 211

[cts]
cts_root_buffer = "clkbuf_8"
htree_levels = 1
cts_inserted_buffers = 3
clk_pin_slew_worst_paths_ns = 0.03
clock.latency.late_pin_ns = 0.30
tritoncts = "built"
clock_path_buffers = 2
-- what timing repair did --
item | in CTS | in global routing
resized | 54 | 8
cloned | 0 | 0
pin swaps | 9 | 7
hold endpoints to repair | 0 | 0
setup buffers | 5 | 1
hold buffers | 0 | 0
endpoints found under the setup margin | 9 | 8
-- cell type report --
cell class,count,area [um^2]
Tap cell,80,100
Inverter,3,11.3
Sequential cell,23,384
Fill cell,735,5440
Timing Repair Buffer,46,392
Clock buffer,3,41.3
Clock inverter,8,30.0
Multi-Input combinational cell,48,359
-- cell usage in the layout (no fill, tap or decap), drive strengths merged, types with 4 or more instances in the layout --
cell type	count
buf	28
nand3	4
and2	16
clkdlybuf4s50	16
dfxtp	7
inv	11
dlxtn	16
a21oi	4
nand2b	7
-- worst min-delay path, cell delays in order, from the launching register on --
cell     delay (ns)
dfxtp_2        0.31
inv_1          0.07
o21ai_1        0.07
-- cell families (layout without fill, tap and decap cells) --
group,after synthesis,after routing
buf+inv,5,60
simple gates,34,34
compound gates,14,14
flops,7,7
latches,16,16
-- state kept, by name, indices dropped and copies added (netlist names) --
register and flops:
dout 16, state 7
-- report_power, final --
group,switching [mW],internal (mW)
registers,0.00763,0.280
clock network,0.160,0.254
logic,0.0793,0.0989
total,0.247,0.633
-- how the worst max path moves through the flow --
stage / from / endpoint / cells after the start
after CTS: state[5] / rst / 3
final: state[4] / rst / 3
after global routing: state[4] / rst / 3
-- metal layers --
metal | vias up | global-route usage | wire length [um]
li1 | 369 | - | -
met1 | 329 | 0.0572 | 1140
met2 | 30 | 0.0605 | 930
met3 | 2 | 0.0196 | 213
met4 | 0 | 0.00856 | 8
met5 | - | 0 | 0
-- metrics by stage --
stage / instance area, um^2 / setup TNS [ns] / total power [mW] / util
floorplan: 724 / -1.19 / 0.383 / -
global placement: 1180 / -6.36 / 0.487 / 0.175
detailed placement: 1180 / -6.41 / 0.488 / 0.175
CTS: 1310 / -2.16 / 0.890 / 0.193
global route: 1320 / -2.58 / 0.954 / 0.195
finish: 1320 / -2.35 / 0.880 / 0.195
Power and IR drop assume default switching activity.
