==> flow/config.mk <==
export PLATFORM = sky130hd
export DESIGN_NAME = BCDDec
export DESIGN_NICKNAME = BCDDec
export VERILOG_FILES = /design/flow/design.v
export SDC_FILE = /design/flow/constraint.sdc
export NUM_CORES = 4
export LEC_CHECK = 1
export CORE_UTILIZATION = 30
==> flow/constraint.sdc <==
current_design BCDDec

set clk_period 16.7
set clk_io_pct 0.2

create_clock -name clk0 -period $clk_period

set non_clock_inputs [all_inputs -no_clocks]
set_input_delay [expr $clk_period * $clk_io_pct] -clock clk0 $non_clock_inputs
set_output_delay [expr $clk_period * $clk_io_pct] -clock clk0 [all_outputs]
==> flow/design.v <==
module BCDDec(
   input [15:0] bin,									 
   output reg [19:0] bcd							 
   );
integer i;
always @(bin) begin
    bcd=0;		 	
    for (i=0;i<15;i=i+1) begin					 
		if (bcd[3:0] >= 5) bcd[3:0] = bcd[3:0] + 3;		 
		if (bcd[7:4] >= 5) bcd[7:4] = bcd[7:4] + 3;		 
		if (bcd[11:8] >= 5) bcd[11:8] = bcd[11:8] + 3;
		if (bcd[15:12] >= 5) bcd[15:12] = bcd[15:12] + 3;
	bcd = {bcd[18:0],bin[15-i]};				 
    end
end
endmodule
==> flow/run.sh <==
#!/bin/bash
# OpenROAD 26Q1-2900-gdf79404cd8, Yosys 0.63+post, stock flow scripts
make -C /OpenROAD-flow-scripts/flow DESIGN_CONFIG=/design/flow/config.mk WORK_HOME=/design/flow/orfs finish
==> metrics.cfg <==
[outcome]
outcome=finished clean

[critical_path]
critPathArrivalTime_ns=12.65
required_ns=13.36
cp-start-kind=input pin
path_max_fanout=5
worst_path_most_repeated_cell=inv_1
cpMaxStageDelayCell=clkdlybuf4s50_1
end_kind=primary output
crit_type=input pin to primary output
max_stage_delay_ns=0.47

[grt]
antenna_found_initial=0
grt_pass1_vias=4369
grt_util_all_layers_pct=14.64
grt_pass1_wl_um=19300
grt_max_degree=25
overflow=0

[die]
rows=43
die_h_um=123.3
ios=36
fp_util_pct=31.31
chip_area_um2=15200
core_um2=14100
die_x_um=123.3

[yosys]
synth_area_um2=4413
ys_types=101
synthCells=657
ys_sh_aoi_pct=46.27
yosys_warnings=1
top_cells_by_count=nor2_1, nand2_1, a21oi_1
synth_seq_share_pct=0
synth_area_leader_cell=ha_1
ys_sh_adder_pct=7.485
ys_top_logic_family=AND-OR/OR-AND gates
avgSynthCellArea_um2=6.717
ys_top_cells_by_area=ha_1, a21oi_1, nor2_1
top_cell=nor2_1
synthXorXnorAreaFrac_pct=5.189
ys_area_um2=4413
ys_cells=657
simple_gate_area_share_pct=27.02
yosysTopAreaCellShare_pct=6.805
muxShareOfSynthArea_pct=7.372

[route]
routedWlPerCell_um=12.15
drt_first_pass_iters=5
routed_wl_um=11070
drc_errors=0
drtIter0Drc=248
diodes=0
final_antenna_net_count=0
via_per_inst=5.623
num_vias=5123

[final_timing]
max_freq_mhz=62.56
rsz0062_at_grt=no
slew_violations=0
worst_pin_slew_ns=0.7410
hold_viol_final=0
final.setup.tns_ns=0
period_used_pct=95.72
setup_viol=0
fin_crit_ns=15.99
slew_headroom_pct=50.60

[cells_and_area]
clock_buffers=0
flops=0
stdcell_count=911
drive_gt1_share_pct=22.16
seq_area_um2=0
syn2layout_area_growth_pct=25.89

[placement]
gp_congestion=0.9355
place_inst=904
io_buffer_count=32
dpl.hpwl_um=8611

[clock_tree]
cts_hold_buf=0

[run]
warnings=39
maxCapViolations=0

[min_path]
hold_path_class=input pin to primary output

==> final timing paths <==
kind / startpoint / cells past startpoint / endpoint
max: bin[14] / 53 / bcd[14]
min: bin[1] / 0 / bcd[0]
==> kinds of logic after synthesis <==
kind of cell / after synthesis
adder cells (fa/ha/maj): 27
AND/OR/NAND/NOR: 237
other: 1
buffers and inverters: 68
XOR/XNOR: 22
multiplexers: 27
AND-OR/OR-AND: 275
==> stage by stage <==
step	setup slack (ns)	hold slack, ns	instance area (µm²)	utilization, %
CTS	0.02026	6.680	5301	37.61
global placement	0.008924	6.680	5295	37.56
finish	0.7144	6.680	5555	39.41
global route	0.001537	6.680	5555	39.41
detailed placement	0.002194	6.680	5295	37.56
floorplan	0.04940	6.746	4413	-
==> critical path, delay by kind of cell <==
| kind | cells | cell delay, ns |
|---|---|---|
| AOI/OAI and AO/OA | 19 | 3.51 |
| adders and majority gates | 10 | 2.01 |
| buffers and inverters | 11 | 1.69 |
| and+or+nand+nor | 8 | 1.39 |
| xor gates and xnor gates | 4 | 0.55 |
| muxes | 1 | 0.16 |
==> area by class of cell <==
| type | count | area, µm² |
|---|---|---|
| multi-input cells | 589 | 4330 |
| well taps | 180 | 225.2 |
| fillers | 1460 | 8541 |
| inverters | 39 | 146.4 |
| repair buffers | 103 | 853.3 |
==> layer usage <==
layer | share of wire [%] | track usage (%) | vias up
li1 | - | - | 2711
met1 | 53 | 22.72 | 2310
met2 | 44 | 23.99 | 98
met3 | 3.0 | 0.1412 | 4
met4 | 0.054 | 0.2259 | 0
met5 | 0 | 0 | -
==> placed cells by master, fill, tap and decap left out, drive strengths merged, types with 7 or more instances in the layout <==
cell type | Yosys | routed
o22ai | 10 | 10
inv | 36 | 36
a211oi | 9 | 9
nand2 | 62 | 62
nand3 | 17 | 17
and2 | 8 | 8
a221oi | 8 | 8
nor3 | 26 | 26
or3 | 8 | 8
clkdlybuf4s50 | 0 | 32
nand4 | 10 | 10
nor2 | 64 | 64
a31o | 7 | 7
a31oi | 12 | 12
ha | 24 | 24
buf | 13 | 71
xnor2 | 19 | 19
o21ai | 57 | 57
mux2i | 19 | 19
and3 | 11 | 11
a21oi | 59 | 59
mux2 | 8 | 8
nor4 | 7 | 7
o211ai | 16 | 16
a21o | 10 | 10
==> timing repair <==
action / CTS / global route
setup endpoints to repair: 2 / 13
gates resized: 1 / 41
pin swaps: 0 / 14
setup buffers: 0 / 7
