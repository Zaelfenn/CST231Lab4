==> /design/flow/design.v <==
module ClkDivider 
					#(parameter DIVIDER = 12500000,
									BITS = 25)							 
					 (input clk,										 
					  input rst, 										 
					  input ena, 										 
					  output reg clk_out);							 
	reg [BITS-1:0] count;											 
always @ (negedge clk or negedge rst)
begin
	if (~rst)
	begin
		clk_out <= 1'b0;												 
	end
	else if (ena)
		begin																 
			clk_out <= clk_out;
		end
	else if (count < DIVIDER)										 
	begin
		clk_out <= clk_out;
	end
	else
	begin
		clk_out <= ~clk_out;											 
	end
end
always @ (negedge clk or negedge rst)
begin
	if (~rst)
	begin
		count = 0;														 
	end
	else if (ena)
		begin																 
			count <= count;
		end
	else if (count < DIVIDER)										 
	begin
		count <= count + 1;
	end
	else
	begin
		count <= 0;														 
	end
end			
endmodule
==> /design/flow/run.sh <==
#!/bin/bash
# OpenROAD 26Q1-2900-gdf79404cd8, Yosys 0.63+post, stock flow scripts
make -C /OpenROAD-flow-scripts/flow DESIGN_CONFIG=/design/flow/config.mk WORK_HOME=/design/flow/orfs finish
==> /design/flow/config.mk <==
export PLATFORM = sky130hd
export DESIGN_NAME = ClkDivider
export DESIGN_NICKNAME = ClkDivider
export VERILOG_FILES = /design/flow/design.v
export SDC_FILE = /design/flow/constraint.sdc
export NUM_CORES = 4
export LEC_CHECK = 1
export CORE_AREA = 10 10 94 94
export DIE_AREA = 0 0 104 104
==> /design/flow/constraint.sdc <==
current_design ClkDivider

set clk_period 4.6
set clk_io_pct 0.2

create_clock -name clk0 -period $clk_period [get_ports {clk}]

set non_clock_inputs [all_inputs -no_clocks]
set_input_delay [expr $clk_period * $clk_io_pct] -clock clk0 $non_clock_inputs
set_output_delay [expr $clk_period * $clk_io_pct] -clock clk0 [all_outputs]
==> flow report <==
====================================================================================
Crit path kind ........................................................ flop to primary output
Count of filler cells inserted in the layout ..........................          751
Setup WS post-layout ..................................................    0.1484 ns
Power per standard cell area .......................................... 300.1 nW/um^2
Startpoint of the most critical hold path .............................    count[24]
Total DRC errors in the routed layout .................................            0
Part of the Yosys area used for sequential elements ...................       0.4771
Post-CTS setup buffer count ...........................................            0
Result of the run .....................................................    completed
Cell count listed in synth_stat.txt ...................................          137
Distinct lib cells ....................................................           32
CP required ...........................................................      3.68 ns
Core Density at Floorplan .............................................       0.1996
Post-route insts no fill ..............................................          243
Num Clock Sinks .......................................................           26
Wire length of the first global-routing pass ..........................      4429 um
Worst-case register-to-register setup slack ...........................      2.76 ns
Aggregate global-route resource usage .................................      0.04632
Setup slack at placement ..............................................   -0.2208 ns
Initial DRC Count .....................................................           58
Worst clock skew ......................................................  0.001385 ns
Cells after DPL .......................................................          240
Vias in the first global route ........................................          972
Count of vias placed by the detailed router ...........................          949
Number of top-level design ports ......................................            4
Vertical die dimension ................................................       104 um
WP buf/inv ............................................................            1
Mean post-synth cell area .............................................   9.955 um^2
Clock transition at the registers of the reported paths ...............      0.06 ns
Largest fanout of any net on the critical path ........................            2
Largest net degree at the start of global routing .....................           27
Total global routing overflow .........................................            0
Warnings, synthesis ...................................................            1
First-pass iteration count of the detailed router .....................            4
Number of antenna violations at the first check in global routing .....            0
Final Hold Viols ......................................................            0
Worst IR drop on VDD ..................................................  0.0001727 V
Max-cap violation count ...............................................            0
Insertion delay to the later sink of the worst-skew pair ..............      0.28 ns
Vias per Instance .....................................................        3.905
Cell chosen for the clock root ........................................ sky130_fd_sc_hd__clkbuf_8
Worst Setup End Kind .................................................. primary output
Yosys-reported design area after synthesis ............................    1364 um^2
Worst r2r dst .........................................................      clk_out
Area added between synthesis and finish ...............................       18.53%
Path depth of the worst reg2reg path ..................................            6
Cell area after synthesis .............................................    1364 um^2
Cells after synthesis .................................................          137
DRT antenna net count .................................................            0
Leakage component of the power ........................................    0.7192 nW
Standard cell with the maximum stage delay on the critical path ....... sky130_fd_sc_hd__clkdlybuf4s50_1
Inserted Diodes .......................................................            0
Maximum count of clock buffers along a single path ....................            2
Final wirelength ......................................................      2369 um
CP peak stage delay ...................................................      0.50 ns
Count of state elements after synthesis ...............................           26
Number of CTS-inserted buffers ........................................            3
CTS resizes ...........................................................            0
Hold-critical path depth ..............................................            1
Hold Path Sink ........................................................    count[24]
Row Count .............................................................           30
Tightest slew margin relative to the limit ............................       0.6225
Top delay family on crit path ......................................... buffers and inverters
Final Slew Violations .................................................            0
Placer's final routability congestion estimate ........................       0.7705
Class of the tightest hold or removal check ........................... flop to flop
DIE AREA ..............................................................   10820 um^2
Pin slew with the least headroom to its limit .........................    0.5663 ns
Tool warning count ....................................................           25
Input/output buffers ..................................................            3
Unrepaired setup endpoints after global routing .......................           no
Number of H-tree levels ...............................................            1
Worst hold slack ......................................................    0.4362 ns
Die Wd ................................................................       104 um
Worst path cell trace ................................................. clkdlybuf4s50_1
Half-perimeter wire length after detailed placement ...................      1612 um
Drt wl/cell ...........................................................     9.749 um
Crit path arrival time ................................................      3.53 ns
Share of cells above drive strength 1 .................................       0.1565
R2r startpoint ........................................................     count[8]
Area of the core ......................................................    6832 um^2
TritonCTS clock tree ..................................................        built
Worst Setup Start Kind ................................................         flop
Number of buffers inserted for hold repair after clock tree synthesis .            0
Setup-failing EPs final ...............................................            0
====================================================================================
[layout make-up]
cell class                 count  area [um^2]  area share
timing repair buffer          11        108.9     0.06734
clock buffer                   3        41.29     0.02554
multi-input combinational    104        684.4      0.4234
sequential                    26        650.6      0.4025
inverter                       3        11.26    0.006966
tap                           96        120.1     0.07430
[cells in the mapped netlist]
cell | n | area share
sky130_fd_sc_hd__or3_1 | 2 | 0.0092
sky130_fd_sc_hd__and4_1 | 1 | 0.0064
sky130_fd_sc_hd__nor2_1 | 24 | 0.066
sky130_fd_sc_hd__xor2_1 | 15 | 0.096
sky130_fd_sc_hd__nor3_1 | 2 | 0.0073
sky130_fd_sc_hd__nand3b_1 | 1 | 0.0055
sky130_fd_sc_hd__dfrtn_1 | 26 | 0.48
sky130_fd_sc_hd__and3_1 | 4 | 0.018
sky130_fd_sc_hd__xor2_2 | 1 | 0.012
sky130_fd_sc_hd__nand2_1 | 9 | 0.025
sky130_fd_sc_hd__a21oi_1 | 3 | 0.011
sky130_fd_sc_hd__a21o_4 | 1 | 0.011
sky130_fd_sc_hd__xnor2_1 | 4 | 0.026
sky130_fd_sc_hd__and4bb_2 | 1 | 0.0092
sky130_fd_sc_hd__nand3_1 | 11 | 0.040
sky130_fd_sc_hd__ha_1 | 1 | 0.0092
sky130_fd_sc_hd__nand2b_1 | 1 | 0.0046
sky130_fd_sc_hd__nor4_4 | 2 | 0.031
sky130_fd_sc_hd__o211ai_2 | 1 | 0.0092
sky130_fd_sc_hd__nor2b_1 | 1 | 0.0046
sky130_fd_sc_hd__buf_6 | 2 | 0.017
sky130_fd_sc_hd__or2_2 | 2 | 0.0092
sky130_fd_sc_hd__and2_1 | 1 | 0.0046
sky130_fd_sc_hd__o21a_1 | 1 | 0.0055
sky130_fd_sc_hd__inv_1 | 3 | 0.0083
sky130_fd_sc_hd__a31oi_1 | 2 | 0.0092
sky130_fd_sc_hd__nand4_1 | 6 | 0.028
sky130_fd_sc_hd__o21ai_0 | 3 | 0.011
sky130_fd_sc_hd__clkbuf_1 | 2 | 0.0055
sky130_fd_sc_hd__o22ai_1 | 2 | 0.0092
sky130_fd_sc_hd__or4_4 | 1 | 0.0083
sky130_fd_sc_hd__a21oi_2 | 1 | 0.0064
[worst max-delay path by stage]
stage	depth (start not counted)	to	startpoint	slack (ns)
after CTS	7	count[16]	ena	0.07
after global routing	1	clk_out	clk_out	0.09
final	1	clk_out	clk_out	0.15
[layer usage]
| metal | global-route usage | wire, um | share of wire | up-vias |
|---|---|---|---|---|
| met5 | 0 | 0 | 0 | - |
| met4 | 0.002982 | 0 | 0 | 0 |
| met3 | 0.01128 | 64 | 0.027 | 0 |
| met2 | 0.07297 | 1073 | 0.45 | 11 |
| met1 | 0.06581 | 1231 | 0.52 | 448 |
| li1 | - | - | - | 490 |
[cell usage in the layout (no fill, tap or decap), types with 3 or more instances in the layout]
cell and instances:
sky130_fd_sc_hd__nand4_1 6, sky130_fd_sc_hd__buf_4 6, sky130_fd_sc_hd__clkbuf_8 3, sky130_fd_sc_hd__inv_1 3, sky130_fd_sc_hd__nand3_1 11, sky130_fd_sc_hd__and3_1 4
sky130_fd_sc_hd__nand2_1 9, sky130_fd_sc_hd__xnor2_1 4, sky130_fd_sc_hd__dfrtn_1 26, sky130_fd_sc_hd__o21ai_0 3, sky130_fd_sc_hd__xor2_1 15, sky130_fd_sc_hd__nor2_1 24
sky130_fd_sc_hd__a21oi_1 3
[where the power goes]
group	switching, W	leakage, nW	internal, W
logic	0.0000371	0.348	0.0000366
registers	0.0000290	0.349	0.000256
clock network	0.0000674	0.0216	0.0000586
[through the flow]
stage / cell area (um^2) / power (W) / utilization / setup TNS, ns
3_5_place_dp: 1556 / 0.0003594 / 0.2278 / -2.816
2_1_floorplan: 1364 / 0.0003334 / - / 0
4_1_cts: 1598 / 0.0004883 / 0.2339 / 0
6_report: 1617 / 0.0004851 / 0.2366 / 0
3_3_place_gp: 1556 / 0.0003574 / 0.2278 / -2.579
5_1_grt: 1617 / 0.0005208 / 0.2366 / 0
[cells by family after synthesis]
logic type,share of synthesized area
AOI/OAI and AO/OA,0.07247
xor gates and xnor gates,0.1339
adders and majority gates,0.009173
buffers and inverters,0.03028
DFF,0.4771
and+or+nand+nor,0.2771
[state kept, by name (all words and copies together), names as in the netlist]
signal	cells
clk_out	1
count	25
Power is estimated from default activity; no workload was simulated.
